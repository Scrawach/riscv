`flow/run.sh`:
```
#!/bin/bash
# OpenROAD 26Q1-2900-gdf79404cd8, Yosys 0.63+post, stock flow scripts
make -C /OpenROAD-flow-scripts/flow DESIGN_CONFIG=/design/flow/config.mk WORK_HOME=/design/flow/orfs finish
```
`flow/config.mk`:
```
export PLATFORM = sky130hd
export DESIGN_NAME = file
export DESIGN_NICKNAME = file
export VERILOG_FILES = /design/flow/design.v
export SDC_FILE = /design/flow/constraint.sdc
export NUM_CORES = 4
export LEC_CHECK = 1
export CORE_UTILIZATION = 50
```
`flow/constraint.sdc`:
```
current_design file

set clk_period 8.7
set clk_io_pct 0.2

create_clock -name clk0 -period $clk_period [get_ports {clk}]

set non_clock_inputs [all_inputs -no_clocks]
set_input_delay [expr $clk_period * $clk_io_pct] -clock clk0 $non_clock_inputs
set_output_delay [expr $clk_period * $clk_io_pct] -clock clk0 [all_outputs]
```
`flow/design.v`:
```
module file
(
 input         rst_n, 
 input         clk, 
 input [ 4:0]  rs1_addr,  
 input [ 4:0]  rs2_addr,  
 input [ 4:0]  rd_addr,   
 input         rd_write,  
 input [31:0]  rd_data,   
 output [31:0] rs1_data,  
 output [31:0] rs2_data   
 );
  reg [31:0]   rf [31:0];  
  assign rs1_data = rf[rs1_addr];
  assign rs2_data = rf[rs2_addr];
  always @ ( negedge clk or negedge rst_n ) begin
    if ( rst_n == 1'b0 ) begin
      for (int i = 0; i < 32; i++) begin
        rf[i] <= 0;
      end
    end else if ( rd_write && rd_addr != 0 ) begin
        rf[rd_addr] <= rd_data;
    end
  end
endmodule  
```
==> impl_metrics.toml <==
# generated from flow reports
[outcome]
status = "complete, but fails checks"
violations = "setup timing"

[clock_network]
root_buffer = "clkbuf_16"
cts.sinks = 1024
clk_latency_ns = 0.67
clk_pin_slew_worst_paths_ns = 0.04
holdBufCountCts = 0
cts_buffers = 112
cts.htree.levels = 3
cts.path.max_buffers = 3
cts_tree = "done"

[synth]
yosysTopAreaCellShare_pct = 49.6
ys_ff = 1024
async_flop_share_pct = 100
synthCells = 4389
synth_warnings = 2
yosysChipArea_mm2 = 0.0517
largest_area_cell = "dfrtn_1"
flop_cell = "dfrtn_1"
synth_cell_types = 70
edf_count = 0
ys_top_cells_by_area = "dfrtn_1 (50%), mux2_2 (22%), a22oi_1 (10%)"
avgSynthCellArea_um2 = 11.8
ys_seq_share_pct = 49.6
syn-cell-area_mm2 = 0.0517
yosysCellCount = 4389

[floorplanning]
core_area_mm2 = 0.102
die_x_um = 323
io_pins = 114
die_h_um = 323
row_count = 117
die-area_mm2 = 0.105
fp_util_pct = 50.6

[setup_path]
critical_path.cell_chain = "a22o_1, a22o_1, a221oi_1, a31oi_1, clkdlybuf4s50_1"
worst-setup-path-type = "reg -> out"
crit_path_end_kind = "output pin"
slowest_stage = "a221oi_1"
cpMostUsedCell = "a22o_1"
cp.buffers_inverters = 1
critPathMaxFanout = 3
crit_family = "AND-OR/OR-AND gates"
critPathMaxStageDelay_ns = 0.48
cp.required_ns = 6.96
worst_ep_arrival_time_ns = 7.00
start_kind = "flip-flop"

[cells_and_area]
largest_reg_flops = 1024
reg_top3 = "rf x1024"
top_register = "rf"
finalNonFillerCells = 6009
drive_gt1_share_pct = 37.3
synthToLayoutAreaGrowth_pct = 17.5

[route]
drt-initial-drc-count = 5512
met2_length_mm = 109
wirelength_mm = 286
wirelength_met1_mm = 95.3
drc = 0
wl_met3_mm = 55.0
dr.max_layer_used = "met5"
drtPass1Iterations = 12
avgViaCountPerCell = 7.78
ant_nets = 0
wl_per_cell_um = 47.6
num_vias = 46773

[sta]
setup_tns_ns = -0.0509
skew_ns = 0
slew_headroom_pct = 18.6
final_max_slew_viol_count = 0
finalHoldViolCount = 0
finalSetupViolations = 2
max_slew.worst_pin.slew_ns = 1.22
rsz0062_at_grt = "true"
setup_ws_ns = -0.0375

[global_route]
track_usage_pct = 58.2
grt_max_degree = 108
grt_pass1_vias = 45384
antenna_found_initial = 31
grt_overflow_total = 0
grt_pass1_wl_mm = 386

[placement]
gp_congestion = 1.05
hpwlAfterDp_mm = 174
portBuffers = 113
dp_cells = 5744

[pwr]
irDropWorstVdd_mv = 0.185
power.density_mw_per_mm2 = 228
power.leakage_nw = 26.4

[run]
warning_count = 33
cap_violations = 0

[min_path]
hp-class = "reg -> reg"
cell type report:
cell class              instances  area, um^2
fillers                      8330       41500
flip-flops and latches       1024       25600
multi-input cells            2909       24900
repair buffers                455        4480
clock buffers                 172        3480
well taps                    1368        1710
clock inverters                40         402
diodes                         36        90.1
inverters                       5        18.8
cell families after synthesis:
| family | synth area share, % |
|---|---|
| AND-OR/OR-AND | 15.8 |
| multiplexers | 23.6 |
| flip-flops | 49.6 |
| AND/OR/NAND/NOR | 7.12 |
| buffers and inverters | 3.93 |
Yosys cell counts, drive strengths merged (7+ instances only):
master   instances
o22ai           20
o21ai           35
nand3           45
nand2          196
buf            249
a32oi           27
a22oi          700
o2111ai          7
and3            11
and2            10
and4            11
a2111oi         10
nor2b           17
o211ai          10
a31oi           29
mux2          1017
a221oi          28
dfrtn         1024
nor3            79
a222oi          26
clkbuf         202
a211oi           7
a22o            55
a21oi           75
nand2b          17
nor4            22
or3              9
nor2           192
nand4           92
nand3b           9
o32a            10
mux2i           61
o22a             9
timing repair:
item	CTS	global route
gates resized	35	41
pin swaps	16	23
buffers inserted	16	2
cloned	0	0
endpoints found under the setup margin	20	28
metrics by stage:
step	hold slack, ns	setup WS (ns)	util [%]	power (W)	area, um^2
after floorplan	0.412	0.985	-	0.00756	51700
after global placement	0.348	0.281	55.1	0.00863	56300
after detailed placement	0.349	0.240	55.1	0.00867	56300
after CTS	0.351	-0.0527	59.1	0.0137	60400
after global routing	0.356	-0.00823	59.3	0.0142	60600
final	0.350	-0.0375	59.4	0.0138	60700
where the power goes:
group	leakage, nW	switching, W	internal [W]	total (W)
Sequential	13.1	0.000854	0.00575	0.00660
Clock	1.92	0.00211	0.00295	0.00506
Combinational	11.3	0.00106	0.00111	0.00217
Total	26.4	0.00402	0.00981	0.0138
worst register-to-register path, delay by kind of cell (launching register included):
kind / cells / cell delay, ns
buffers and inverters: 1 / 0.19
multiplexers: 1 / 0.25
flip-flops: 1 / 0.41
final timing paths:
kind | startpoint | to | slack [ns] | cells after the start
max | rf[21][1] | rs2_data[1] | -0.04 | 5
min reg2reg | rf[0][16] | rf[0][16] | 0.35 | 0
min | rf[0][16] | rf[0][16] | 0.35 | 0
max in group asynchronous | rst_n | rf[8][9] | 2.26 | 2
max reg2reg | rf[31][15] | rf[31][15] | 7.70 | 2
min in group asynchronous | rst_n | rf[2][14] | 5.24 | 1
per-layer routing:
layer | track usage [%] | up-vias
li1 | - | 17167
met1 | 70.6 | 23258
met2 | 71.8 | 4703
met3 | 43.6 | 1599
met4 | 38.3 | 46
met5 | 4.49 | -
cells in the final DEF, fill, tap and decap left out, types with 28 or more instances in the layout:
master	instances
nor3_1	67
nand3_1	44
nor2_4	63
a21oi_1	69
clkbuf_8	35
buf_12	66
a22o_1	55
diode_2	36
nor2_1	125
a22oi_1	698
nand2_1	185
clkbuf_16	117
o21ai_0	28
nand4_1	92
dfrtn_1	1024
clkdlybuf4s50_1	93
buf_4	277
mux2_2	1009
mux2i_1	60
Power and IR drop assume default switching activity.

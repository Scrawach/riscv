==> design/flow/design.v <==
module memory
(
 input         rst_n,
 input         clk,
 input         pc_write_e,
 input         rd_write_e,
 input [1:0]   rd_write_src_e,
 input         mem_write_e,
 input [4:0]   rd_e,
 input [31:0]  pc_e,
 input [31:0]  alu_res_e,
 input [31:0]  mem_data_e,
 output        pc_write_m,
 output [31:0] pc_next_addr_m,
 output        rd_write_m,
 output [1:0]  rd_write_src_m,
 output [4:0]  rd_m,
 output [31:0] pc_m,
 output [31:0] alu_res_m,
 output [31:0] mem_read_data_m,
 output [31:0] mem_write_data,
 output [31:0] mem_addr,
 output        mem_write,
 input         mem_valid,
 input [31:0]  mem_read_data,
 input         stall_m,
 output        mem_valid_m
 );
  reg [31:0]            alu_res_m;
  reg [31:0]            mem_read_data_m;
  reg [31:0]            pc_m;
  reg                   pc_write_m;
  reg [4:0]             rd_m;
  reg                   rd_write_m;
  reg [1:0]             rd_write_src_m;
  reg                   mem_write_m;
  reg [31:0]            mem_data_m;
  assign pc_next_addr_m = alu_res_m;
  assign mem_write_data = mem_data_m;
  assign mem_addr = alu_res_m;
  assign mem_write = mem_write_m;
  assign mem_read_data_m = mem_read_data;
  assign mem_valid_m = mem_valid;
  always @ (posedge clk or negedge rst_n) begin
    if (!rst_n) begin
      pc_write_m     <= 0;
      rd_write_m     <= 0;
      rd_write_src_m <= 0;
      mem_write_m    <= 0;
      rd_m           <= 0;
      pc_m           <= 0;
      alu_res_m      <= 0;
      mem_data_m     <= 0;
    end else if (!stall_m) begin
      pc_write_m     <= pc_write_e;
      rd_write_m     <= rd_write_e;
      rd_write_src_m <= rd_write_src_e;
      mem_write_m    <= mem_write_e;
      rd_m           <= rd_e;
      pc_m           <= pc_e;
      alu_res_m      <= alu_res_e;
      mem_data_m     <= mem_data_e;
    end
  end  
endmodule  
==> design/flow/run.sh <==
#!/bin/bash
# OpenROAD 26Q1-2900-gdf79404cd8, Yosys 0.63+post, stock flow scripts
make -C /OpenROAD-flow-scripts/flow DESIGN_CONFIG=/design/flow/config.mk WORK_HOME=/design/flow/orfs finish
==> design/flow/config.mk <==
export PLATFORM = sky130hd
export DESIGN_NAME = memory
export DESIGN_NICKNAME = memory
export VERILOG_FILES = /design/flow/design.v
export SDC_FILE = /design/flow/constraint.sdc
export NUM_CORES = 4
export LEC_CHECK = 1
export CORE_AREA = 10 10 180 180
export DIE_AREA = 0 0 190 190
==> design/flow/constraint.sdc <==
current_design memory

set clk_period 1.0
set clk_io_pct 0.2

create_clock -name clk0 -period $clk_period [get_ports {clk}]

set non_clock_inputs [all_inputs -no_clocks]
set_input_delay [expr $clk_period * $clk_io_pct] -clock clk0 $non_clock_inputs
set_output_delay [expr $clk_period * $clk_io_pct] -clock clk0 [all_outputs]
==> results.txt <==
Num rows: 62
Total Routing Usage GR: 7.77%
Fmax: 0.824 GHz
Post-route setup slack: -0.213 ns
FILL cells: 2953
Post-synth seq share: 55.0%
Gr ovfl total: 0
Share of cells above drive strength 1: 62.3%
Worst R2R Setup Slack: 0.01 ns
Unique masters post-synth: 6
Detailed-route DRC error count: 0
Final Cycle Share: 121%
Pwr/cell area: 1470 nW/µm²
Crit path capture type: primary output
DR WL/cell: 15.2 µm
Metal-1 WL: 5530 µm
Clock Skew: 0 ns
Worst IR Drop VDD: 879 µV
Dominant cell area share: 55.0%
H-tree depth: 3
CP Max Fanout: 4
Max-cap viol count: 0
Crit path required time: 0.80 ns
Pin count of the biggest net entering global routing: 60
Routed Wire Length: 14400 µm
Vias per inst: 3.33
Min Clock Period, post-route: 1.21 ns
Routed wl met3: 1990 µm
Dpl hpwl: 10900 µm
Antenna violations before repair: 2
Cell type with the largest total area: dfrtp_1
DRT iter0 DRCs: 43
Count leader, synth: dfrtp_1
Max-slew violations: 0
Routed Antenna Nets: 0
TritonCTS Buffers: 9
Pre-Repair DR Iteration Count: 3
Ys cells: 321
Worst relative slew slack: 76.2%
Synth Instances: 321
Commonest cells post-synth: 106 x dfrtp_1, 97 x buf_4, 66 x mux2_2, 40 x mux2_4
Top_reg_cell synth: dfrtp_1
Area grow syn2layout: 56.7%
Layout Cells excl Fill: 949
Status: complete, but fails checks
Final hold viol count: 106
Final Setup Violations: 170
DR WL met2: 6580 µm
Registers, synthesis: 106
DIE HEIGHT: 190 µm
Worst-case clock buffer depth: 2
IO Port Bufs: 278
Antenna diodes: 0
Placed Cells: 893
DR vias: 3164
IO Pins: 345
EDFF count, synth: 0
OpenROAD warnings: 30
First-pass GRT wire length: 21900 µm
Root Driver: clkbuf_16
Die area: 36100 µm²
Static Leak: 3.50 nW
Biggest area cells: dfrtp_1 55%, mux2_2 15%, buf_4 15%
Avg Cell Area, Syn: 15.0 µm²
Cell area after synthesis: 4820 µm²
WP data arrival: 1.01 ns
Syn. warnings: 2
Worst Path Class, Setup: reg2out
Yosys synthesis chip area: 4820 µm²
Clk latency late pin: 0.34 ns
Clock sinks: 106
Failing checks: negative hold slack, negative setup slack
Vias in the first global route: 3537
Final GP Congestion: 0.726
CTS tree: yes
FP Util: 16.8%
Core footprint: 28600 µm²
Worst hold path class: in2async
RSZ-0062 raised after global routing: yes
DR top layer: met5
Hold WS: -0.179 ns
Crit start category: flip-flop
Worst Max-Slew Pin Slew: 0.357 ns
Die Span X: 190 µm
Clock-pin slew on the worst setup and hold paths: 0.08 ns
Asr flop ratio synth: 100%
[flip-flops by register name, summed over array words and instances, names as in the netlist]
register and count:
alu_res_m 32, mem_data_m 32, mem_write_m 1, pc_m 32, pc_write_m 1, rd_m 5
rd_write_m 1, rd_write_src_m 2
[critical path, stage by stage, from the launching register on]
cell and delay, ns:
dfrtp_1 0.43, buf_6 0.14, buf_6 0.09
[per-layer routing]
layer  vias to the layer above  GRT usage (%)
met1                      1494           9.19
li1                       1447              -
met4                         4           1.37
met3                        27           4.58
met2                       192           12.1
met5                         -              0
[area by class of cell]
cell class	instances	area (µm²)	area share, %
Tap cell	384	480	6.36
Clock inverter	5	61.3	0.812
Multi-Input combinational cell	106	1350	17.8
Clock buffer	11	243	3.21
Timing Repair Buffer	337	2770	36.7
Sequential cell	106	2650	35.1
[cell families after synthesis]
| group | Yosys count | share of synthesized area (%) |
|---|---|---|
| buffers and inverters | 109 | 17.1 |
| flip-flops | 106 | 55.0 |
| multiplexers | 106 | 27.9 |
[layout by cell type, fill, tap and decap left out, drive strengths merged]
master | synthesis | layout
bufinv | 0 | 1
buf | 109 | 231
dfrtp | 106 | 106
clkdlybuf4s50 | 0 | 106
clkbuf | 0 | 11
mux2 | 106 | 106
inv | 0 | 2
clkinv | 0 | 2
[per-stage QoR]
step                setup slack (ns)  area (µm²)  utilization [%]  power [mW]  setup TNS (ns)
floorplan                   -0.00856        4820                -        5.93          -0.342
global placement              -0.147        7480             26.1        7.67          -16.44
detailed placement            -0.149        7480             26.1        7.68          -16.86
CTS                           -0.269        7460             26.1        11.4          -19.71
global route                  -0.274        7550             26.4        11.8          -24.01
finish                        -0.213        7550             26.4        11.1          -14.28
[worst paths after layout]
| kind | cells after the start | from | endpoint |
|---|---|---|---|
| max | 2 | alu_res_m[21] | mem_addr[21] |
| min | 2 | rst_n | mem_data_m[29] |
| max reg2reg | 3 | alu_res_m[16] | alu_res_m[16] |
| min reg2reg | 1 | mem_data_m[13] | mem_data_m[13] |
| max in group asynchronous | 2 | rst_n | alu_res_m[23] |
| min in group clk0 | 3 | stall_m | alu_res_m[31] |
[timing repair]
item,CTS,global route
hold endpoints to repair,106,106
setup endpoints to repair,170,172
resized,590,5
buffers inserted,31,11
[power by group]
part	leakage (nW)	internal, mW	switching [mW]
Combinational	2.11	1.77	0.619
Clock	0.151	2.04	1.72
Sequential	1.24	4.71	0.255
Total	3.50	8.52	2.59
Power figures rest on the tool's default switching activity, not on a simulated workload.
